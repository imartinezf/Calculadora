===== ./run.sh =====
#!/bin/bash
# OpenROAD 26Q1-2900-gdf79404cd8, Yosys 0.63+post, stock flow scripts
make -C /OpenROAD-flow-scripts/flow DESIGN_CONFIG=/design/flow/config.mk WORK_HOME=/design/flow/orfs finish

===== ./config.mk =====
export PLATFORM = sky130hd
export DESIGN_NAME = Calculadora1
export DESIGN_NICKNAME = Calculadora1
export VERILOG_FILES = /design/flow/design.v
export SDC_FILE = /design/flow/constraint.sdc
export NUM_CORES = 4
export LEC_CHECK = 1
export CORE_UTILIZATION = 30

===== ./constraint.sdc =====
current_design Calculadora1

set clk_period 5.2
set clk_io_pct 0.2

create_clock -name clk0 -period $clk_period [get_ports {clk}]

set non_clock_inputs [all_inputs -no_clocks]
set_input_delay [expr $clk_period * $clk_io_pct] -clock clk0 $non_clock_inputs
set_output_delay [expr $clk_period * $clk_io_pct] -clock clk0 [all_outputs]

===== ./design.v =====
module ALU
#(
	parameter Word_Length = 6
)
(
	input [Word_Length - 1 : 0] A,
	input [Word_Length - 1 : 0] B,
	input [3 : 0] Control,
	input clk,
	output Carry,
	output [Word_Length - 1 : 0] C
);
reg [Word_Length : 0]     CarryComparator;
reg [Word_Length : 0] 	  OverFlowDetector;
reg [Word_Length : 0] 	  CompaDos;
always @(A,B)
begin
	if (Control == 4'b0000) 
	begin
			OverFlowDetector[Word_Length : 0] <= A + B;
			CarryComparator [Word_Length - 1 : 0] <= OverFlowDetector [Word_Length - 1 : 0];
			CarryComparator [Word_Length] <= OverFlowDetector [Word_Length];
	end
	else if (Control == 4'b0001)
	begin
			if(A>B)
			CarryComparator <= A- B;
			else
			CarryComparator <= B- A;
			CarryComparator[Word_Length] <= 1'b0;
	end
	else if (Control == 4'b0010)
	begin
			CarryComparator[Word_Length - 1 : 0] <=A*B;
			CarryComparator[Word_Length] <= 1'b0;
	end
	else if(Control == 4'b0011)
	begin
			CarryComparator <= ~A;
			CarryComparator[Word_Length] <= 1'b0;
	end
	else if(Control == 4'b0100)
	begin
			CompaDos <= 6'b000001;
			CarryComparator[Word_Length - 1 : 0] <= ~A+CompaDos;
			CarryComparator[Word_Length] <= 1'b0;
	end
	else if(Control == 4'b0101)
	begin
			CarryComparator[Word_Length - 1 : 0] <=A&B;
			CarryComparator[Word_Length] <= 1'b0;
	end
	else if(Control == 4'b0110)
	begin
			CarryComparator[Word_Length - 1 : 0] <=A|B;
			CarryComparator[Word_Length] <= 1'b0;
	end
	else if(Control == 4'b0111)
	begin
			CarryComparator[Word_Length - 1 : 0] <=A^B;
			CarryComparator[Word_Length] <= 1'b0;
	end
	else if(Control == 4'b1000)
	begin
			CarryComparator[Word_Length - 2 : 0] <= A << B[3:0];
		   CarryComparator[Word_Length - 1 : 4] <= 2'b00;
	end
	else
	begin
			CarryComparator[Word_Length - 2 : 0] <= A >> B[3:0];
			CarryComparator[Word_Length - 1 : 4] <= 2'b00;
	end
end
assign C     = CarryComparator[Word_Length - 1 : 0];
assign Carry = CarryComparator [Word_Length];
endmodule
module Calculadora1
#(
parameter Word_Length = 6
)
(
	input  [Word_Length - 1 : 0] A,
	input  [Word_Length - 1 : 0] B,
	input  [3 : 0] Control,
	input clk,
	input reset,
	output [Word_Length - 1 : 0] C,
	output Carry
);
wire [Word_Length - 1 : 0] OutRegA;   
wire [Word_Length - 1 : 0] OutRegB;  
wire [Word_Length - 1 : 0] InRegC;  
wire [3 : 0] OutRegControl;        
wire InRegCarry;						 
ALU
This_is_the_ALU
(
	.A(OutRegA),
	.B(OutRegB),
	.Control(OutRegControl),
	.clk(clk),
	.Carry(InRegCarry),
	.C(InRegC)
);
Register
This_is_the_input_Register_for_A
(
	.clk (clk),
	.reset(reset),
	.Data_Input(A),
	.Data_Output(OutRegA)
);
Register
This_is_the_input_Register_for_B
(
	.clk (clk),
	.reset(reset),
	.Data_Input(B),
	.Data_Output(OutRegB)
);
Register
This_is_the_input_Register_for_C
(
	.clk (clk),
	.reset(reset),
	.Data_Input(InRegC),
	.Data_Output(C)
);
Register_3Bit
This_is_the_input_Register_for_Control
(
	.clk (clk),
	.reset(reset),
	.Data_Input(Control),
	.Data_Output(OutRegControl)
);
Register_1Bit
This_is_the_input_Register_for_Carry
(
	.clk (clk),
	.reset(reset),
	.Data_Input(InRegCarry),
	.Data_Output(Carry)
);
endmodule
 module Register
#(
	parameter Word_Length = 6
)
(
	input clk,
	input reset,
	input [Word_Length-1 : 0] Data_Input,
	output [Word_Length-1 : 0] Data_Output
);
reg  [Word_Length-1 : 0] Data_reg;
always@(posedge clk or negedge reset) begin
	if(reset == 1'b0) 
		Data_reg <= 0;
	else 
		Data_reg <= Data_Input;
end
assign Data_Output = Data_reg;
endmodule 
 module Register_1Bit
 #(
	parameter Word_Length = 6
)
(
	input clk,
	input reset,
	input Data_Input,
	output Data_Output
);
reg  Data_reg;
always@(posedge clk or negedge reset) begin
	if(reset == 1'b0) 
		Data_reg <= 0;
	else 
		Data_reg <= Data_Input;
end
assign Data_Output = Data_reg;
endmodule 
module Register_3Bit
#(
	parameter Word_Length = 6
)
(
	input clk,
	input reset,
	input [3 : 0] Data_Input,
	output [3 : 0] Data_Output
);
reg  [3 : 0] Data_reg;
always@(posedge clk or negedge reset) begin
	if(reset == 1'b0) 
		Data_reg <= 0;
	else 
		Data_reg <= Data_Input;
end
assign Data_Output = Data_reg;
endmodule 

==> job_summary.md <==
### Yosys + OpenROAD results

| Metric | Value |
|---|---|
| Status | completed |
| Clk ins delay skew pair | 280 ps |
| Synth Area in Compound Gates | 0.215 |
| Critical path data required time | approximately 5400 ps |
| Slew HR | 0.538 |
| Crit-path max cell delay | about 600 ps |
| Combinational power share | 0.404 |
| TritonCTS clock tree | yes |
| Antenna diodes | 0 |
| Top cell type by total area after synthesis | dfrtp_1 |
| OpenROAD warnings | roughly 42 |
| RSZ-0062 raised after global routing | no |
| Top cells by count | 41 x nand2_1, 31 x ha_1, 31 x inv_1, 23 x dfrtp_1, 21 x a21oi_1 |
| Most flops, register | This_is_the_ALU.OverFlowDetector |
| Worst Path Arrival | between 4000 and 5000 ps |
| Routed vias/inst | roughly 5.3 |
| Fillcell total | between 900 and 1,000 |
| Sequential cell area | just under 700 um^2 |
| Final WL | ~8000 um |
| Place WS | roughly 1400 ps |
| Max FFs per register | 7 |
| WHS Endpoint | This_is_the_input_Register_for_C.Data_reg[1]$_DFF_PN0_ |
| Via count of the first global-routing pass | approximately 2,400 |
| Crit path kind | reg2reg |
| Drc violations | 0 |
| Ys flop type | dfrtp_1 |
| Antenna violations before repair | 0 |
| Flop pwr share | 0.380 |
| Dpl cell area | around 3200 um^2 |
| Tcrit/Tclk final | 0.743 |
| Mean area per synthesized cell | about 8.5 um^2 |
| Setup TNS | 0 ps |
| Basic Gates by Area | 0.183 |
| Pleak | approximately 1.4 nW |
| CTS root buffer | clkbuf_8 |
| Port bufs | 24 |
| Hold slack | just under 900 ps |
| Synth flops | 31 |
| Crit Reg-Reg Endpoint | This_is_the_input_Register_for_C.Data_reg[5]$_DFF_PN0_ |
| DR WL/cell | about 17 um |
| Synth unique cells | between 60 and 70 |
| Cells after Synth | between 300 and 400 |
| Max Freq | between 200 and 300 MHz |
| Final WS setup | around 1300 ps |
| Row cnt | 35 |
| R2R depth | 15 |
| Comb area | 1940 um^2 |
| Post-CTS setup repair buffer count | 0 |
| First-pass GRT wire length | roughly 13,000 um |
| Reg2reg start | This_is_the_input_Register_for_A.Data_reg[2]$_DFF_PN0_ |
| Detail Route Antenna Nets | 0 |
| Worst slew pin tran | between 600 and 700 ps |
| Crit. End Element | register |
| Critical Path Fanout Max | 12 |
| Total CTS buffers | 3 |
| CTS Hold Buffers Added | 0 |
| Endpoints left unconstrained | 9 |
| Tmin final | between 3000 and 4000 ps |
| CP Launch Point | This_is_the_input_Register_for_A.Data_reg[2]$_DFF_PN0_ |
| Xor/xnor share | 0.0572 |
| Die area | approximately 9900 um^2 |
| Adder Area Share | 0.193 |
| Fin util | 0.349 |
| Post-synth EDFFs | 0 |
| Worst vdd ir | 0.0000984 V |
| Switch share | 0.373 |
| Crit-path cells | ha_1 -> inv_1 -> fa_1 -> inv_1 -> ha_1 -> inv_1 -> fa_1 -> inv_1 -> fa_1 -> xnor2_1 -> xnor2_1 -> xnor2_1 -> xnor2_1 -> o32a_1 -> nand3_1 |
| Top cell area share | 0.203 |
| DR iter-0 viols | 221 |
| DP HPWL | between 6000 and 7000 um |
| Switch Pwr | roughly 0.21 mW |
| Synth async-reset ratio | 0.742 |
| Synth mux share | 0.0343 |
| Largest net degree at the start of global routing | 35 |
| Clock Power Share | 0.217 |
| Syn Std Cell Area | roughly 2800 um^2 |
| Resize count post-CTS | 0 |
| TritonRoute pass-1 iters | 4 |
| Clk slew on worst S/H paths | 110 ps |
| Global Route Usage Sum | 0.171 |
| Count of unclocked register or latch pins | 8 |
| Final setup violation count | 0 |
| Yosys Warn Count | 4 |
| Top cells, area | dfrtp_1 20%, ha_1 14%, fa_1 5.6% |
| Largest logic family | AND-OR/OR-AND gates |
| Clock Tree Buf Depth | 2 |
| Via count | 2,439 |
| Fp_density | 0.309 |
| Die H | around 99 um |
| Worst path bufs/invs | 4 |
| Placed cell count | 456 |
| Slowest CP cell | dfrtp_1 |
| Area growth from synthesis to layout | 13.0% |
| IO Count | 25 |
| Share of cells above drive strength 1 | 0.0573 |
| Finished Layout Cells | roughly 460 |
| Worst R2R Setup Slack | ~1300 ps |
| Clk_skew | 16.0 ps |
| Max-slew violation count | 0 |
| Int Pwr | between 0.3 and 0.4 mW |
| Total Power | 0.571 mW |
| Overflow after GRT | 0 |
| GPL Wtd Cong | 0.937 |
| Max-cap violations | 0 |
| Cells in synth_stat.txt | roughly 340 |
| Die Width | 99.3 um |
| H-tree Lvls | 1 |
| Count leader, synth | nand2_1 |
| Core Region | 9200 um^2 |
| Endpoints failing hold | 0 |
| PD cells | 178 nW/um^2 |
| Hold Crit Start | This_is_the_input_Register_for_Control.Data_reg[1]$_DFF_PN0_ |
| Startpoint type of the worst setup path | register |
| Depth of the worst hold-timing path | 3 |
| Top delay family on crit path | adder cells |
| Final instance area | 3210 um^2 |
| Yosys chip area | about 2800 um^2 |
| Hold Crit Class | reg2reg |
## worst max path at each step
stage                 slack, ps  cells past startpoint                                                endpoint
after CTS                  1360                     15  This_is_the_input_Register_for_C.Data_reg[5]$_DFF_PN0_
after global routing       1150                     15  This_is_the_input_Register_for_C.Data_reg[5]$_DFF_PN0_
final                      1340                     15  This_is_the_input_Register_for_C.Data_reg[5]$_DFF_PN0_
## metal layers
layer  global-route usage  up-vias  part of all wire  wire [um]
li1                     -     1198                 -          -
met1                0.261     1125              0.45       3550
met2                0.258      104              0.45       3570
met3               0.0272       12             0.076        600
met4               0.0452        0             0.022        170
met5                    0        -                 0          0
## cell families (layout without fill, tap and decap cells)
logic type | after synthesis | count (layout)
and+or+nand+nor | 103 | 103
AOI/OAI and AO/OA | 88 | 88
buffers and inverters | 49 | 63
adders and majority gates | 39 | 39
DFF | 23 | 23
xor gates and xnor gates | 17 | 17
muxes | 8 | 8
latches | 8 | 8
## cell usage in the layout, fill, tap and decap left out, types with 3 or more instances in the layout
master           synthesis  final
a211oi_1                 3      3
a21o_1                   4      4
a21oi_1                 21     21
a31oi_1                  7      7
a32oi_1                  3      3
and3_1                   5      5
buf_4                    0      4
clkbuf_8                 0      3
clkdlybuf4s50_1          0     24
dfrtp_1                 23     23
dlxtp_1                  7      7
fa_1                     8      8
ha_1                    31     31
inv_1                   31     31
mux2i_1                  3      3
nand2_1                 41     41
nand2b_1                 8      8
nand3_1                  5      5
nor2_1                  18     18
nor2b_1                  6      6
nor3_1                   3      3
nor3b_1                  3      3
o211ai_1                 7      7
o21ai_0                 14     14
o21bai_1                 3      3
o22ai_1                  3      3
xnor2_1                 12     12
xor2_1                   4      4
## power by group through the flow
stage	Clock, mW	Combinational, mW	Sequential [mW]
after CTS	0.126	0.230	0.216
after global routing	0.135	0.258	0.219
final	0.124	0.230	0.217
## tightest hold or removal path, stage by stage (launching register included)
cell and delay, ps:
dfrtp_1 330, buf_4 280, a21oi_1 110, o2bb2ai_1 120
## layout make-up
class / instances / area share
tap: 111 / 0.0433
timing repair buffer: 28 / 0.0842
multi-input combinational: 255 / 0.604
sequential: 31 / 0.217
clock inverter: 1 / 0.00234
inverter: 31 / 0.0362
clock buffer: 3 / 0.0129
No activity file was given, so power comes from the tool's default toggle rates.
